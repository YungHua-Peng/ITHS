$ cat flow/design.v
module HEX2BCD (
 input  iCLK_50 ,
 input  [7:0]iHEX,
 output  reg [7:0]oBCD,
 output oBCD_V
);
wire  [7:0]DEC;
wire  [7:0]BCD  ;
assign oBCD_V  =  iHEX /100 ;
assign DEC[7:4] = (iHEX -oBCD_V *100 )/10 ; 
assign DEC[3:0] = iHEX - ( oBCD_V *100 + DEC[7:4] * 10) ; 
reg [31:0] T ;
reg HZ_05 ;
always @(posedge iCLK_50 )  begin 
 if ( T > 14000000 ) 
        begin  T <=0; HZ_05 <=~HZ_05 ;end 
 else T<=T+1 ;
end
always @(posedge HZ_05 ) begin 
	oBCD[7:4] <= DEC[7:4] ;
   oBCD[3:0] <= DEC[3:0] ;
end	
endmodule
$ cat flow/run.sh
#!/bin/bash
# OpenROAD 26Q1-2900-gdf79404cd8, Yosys 0.63+post, stock flow scripts
make -C /OpenROAD-flow-scripts/flow DESIGN_CONFIG=/design/flow/config.mk WORK_HOME=/design/flow/orfs finish
$ cat flow/config.mk
export PLATFORM = sky130hd
export DESIGN_NAME = HEX2BCD
export DESIGN_NICKNAME = HEX2BCD
export VERILOG_FILES = /design/flow/design.v
export SDC_FILE = /design/flow/constraint.sdc
export NUM_CORES = 4
export LEC_CHECK = 1
export CORE_UTILIZATION = 30
$ cat flow/constraint.sdc
current_design HEX2BCD

set clk_period 5.3
set clk_io_pct 0.2

create_clock -name clk0 -period $clk_period [get_ports {iCLK_50}]

set non_clock_inputs [all_inputs -no_clocks]
set_input_delay [expr $clk_period * $clk_io_pct] -clock clk0 $non_clock_inputs
set_output_delay [expr $clk_period * $clk_io_pct] -clock clk0 [all_outputs]
==> Slide: Implementation Results <==
Implementation Results

Outcome
  • Status: finished clean

Clock tree
  • CTS Buf Count: 5
  • # resized after CTS: 0
  • Root Driver: clkbuf_8
  • Clock tree buffer depth: 2
  • Post-CTS setup repair buffer count: 0
  • Later-pin clock latency in the skew report: 280 ps
  • TritonCTS clock tree: done
  • Clock transition at path regs: 60 ps
  • CTS Hold Buffers Added: 0
  • H-tree levels: 2

Logic synthesis
  • Synth Seq Share: 34.8%
  • Share of async-settable or async-resettable flops after synthesis: 0%
  • Synthesized area per cell: 9.08 µm²
  • Post-synthesis cell count: 263
  • Post-synth EDFFs: 1
  • Yosys chip area: 2390 µm²
  • Seq cells post-synth: 41
  • Synth cell types: 60
  • Ys flop type: dfxtp_1
  • Yosys Warn Count: 1
  • Post-Syn Area: 2390 µm²
  • Cells in synth_stat.txt: 263

Worst setup path
  • Largest fanout on the critical path: 9
  • Critical path arrival: 3320 ps
  • Critical Path Start: iHEX[4]
  • R2R cell count: 8
  • Startpoint types: primary input
  • Flop2flop setup slack: 3250 ps
  • Setup Crit Path Kind: primary input to output port
  • RR Endpoint: HZ_05
  • WP data required: 4240 ps
  • Worst setup path end: oBCD_V
  • FF-to-FF Start: T[3]
  • CP endpoint kind: output port

Final timing
  • Count of unclocked register or latch pins: 8
  • Crit share post-route: 82.6%
  • Clock Skew: 2.04 ps
  • Worst-margin pin slew: 524 ps
  • Max Slew Vio Count: 0
  • Slew HR: 64.7%
  • # setup viols final: 0
  • Final Hold Fails: 0
  • Fmax: 229 MHz
  • Setup TNS: 0 ps
  • Minimum clock period: 4380 ps
  • RSZ-0062 raised after global routing: no
  • Endpoints left unconstrained: 16

Detailed routing
  • Via density: 4.64
  • Vias: 1799
  • Antenna-violating nets left: 0
  • Drt initial violations: 45
  • Drc violations: 0
  • # diodes: 0
  • Drt first pass iters: 4
  • Routed wire length: 4080 µm
  • Wire per inst: 10.5 µm

Worst hold path
  • HP Class: flip-flop to flip-flop

Final layout
  • Area taken by flip-flops and latches: 831 µm²
  • Number of fill cells in the layout: 787
  • Finished layout cell area: 2730 µm²
  • Most numerous logic cells after layout: dfxtp_1 (40), nor2_1 (40), xor2_1 (18), nand2_1 (17), clkdlybuf4s50_1 (17)
  • P&R area growth vs syn: 14.4%
  • Gate Area: 1440 µm²
  • Non-filler cells, final: 388
  • Layout cell share with drive strength beyond 1: 11.2%

Floorplan
  • CORE AREA: 7730 µm²
  • FP Rows: 32
  • Die area: 8320 µm²
  • Initial core utilization: 30.9%
  • I/O pin cnt: 18
  • Die x size: 91.2 µm
  • Die y size: 91.2 µm

Place
  • Post-DP HPWL: 3090 µm
  • Placed Cells: 380
  • Port bufs: 17
  • Placer Congestion: 0.853
  • DP Area: 2630 µm²

GRT
  • GRT Overall Usage: 10.7%
  • Initial antenna violation count: 0
  • Vias in the first global route: 1671
  • Largest net degree at the start of global routing: 26
  • Overflow left after global routing: 0
  • Global-route wire length before repair: 7440 µm

Power
  • Pleak: 1.02 nW
  • P per Cell Area: 251 nW/µm²
  • VDD IR-drop max: 163 µV

Job
  • Max-cap violations: 0
  • Tool warnings: 30
## through the flow
| stage | hold slack [ps] | power [mW] | setup slack (ps) | utilization (%) |
|---|---|---|---|---|
| after floorplan | 437 | 0.450 | 2150 | - |
| after global placement | 461 | 0.487 | 949 | 34.1 |
| after detailed placement | 467 | 0.489 | 913 | 34.1 |
| after CTS | 488 | 0.693 | 909 | 35.4 |
| after global routing | 512 | 0.732 | 789 | 35.4 |
| final | 483 | 0.685 | 924 | 35.4 |
## kinds of logic (layout without fill, tap and decap cells)
| kind of cell | Yosys count | count (layout) | share of synthesized area (%) |
|---|---|---|---|
| adder cells (fa/ha/maj) | 13 | 13 | 7.12 |
| other | 1 | 8 | 0.157 |
| AND/OR/NAND/NOR | 106 | 106 | 24.0 |
| XOR/XNOR | 33 | 33 | 12.4 |
| flip-flops | 41 | 41 | 34.8 |
| multiplexers | 1 | 1 | 0.419 |
| AND-OR/OR-AND | 44 | 44 | 15.1 |
| buffers and inverters | 24 | 40 | 5.92 |
## cells in the mapped netlist (2+ instances only)
cell type / instances / area [µm²]
o21ai_0: 3 / 15.0
and4_1: 4 / 35.0
dfxtp_1: 40 / 801
and2_2: 3 / 22.5
nand4_1: 6 / 37.5
nor2_1: 40 / 150
inv_1: 13 / 48.8
clkbuf_1: 2 / 7.51
and2_1: 3 / 18.8
and2b_2: 2 / 17.5
or4_1: 2 / 15.0
buf_6: 4 / 45.0
nand3_1: 10 / 50.1
o22ai_1: 2 / 12.5
nor2b_1: 2 / 12.5
a31oi_1: 2 / 12.5
buf_4: 3 / 22.5
nand2_1: 17 / 63.8
o211ai_1: 5 / 37.5
xnor2_1: 14 / 123
and3_1: 4 / 25.0
a31o_2: 2 / 17.5
nand2b_4: 2 / 27.5
xor2_1: 18 / 158
o21ai_1: 4 / 20.0
nor4_1: 3 / 18.8
ha_1: 12 / 150
a21oi_1: 7 / 35.0
o221ai_1: 3 / 26.3
## layer usage
layer  vias up  GRT usage [%]  part of all wire [%]
met5         -              0                     0
met3         8           1.45                   2.5
met2        22           17.3                    45
met1       819           15.8                    51
li1        950              -                     -
met4         0           1.85                   1.9
## registers in the layout, summed over array words and instances, names as in the netlist
name and count:
T 32, oBCD 8, HZ_05 1
## area by class of cell
class	count	area share (%)
clock inverter	1	0.183
sequential	41	30.4
clock buffer	7	3.53
timing repair buffer	18	6.50
inverter	14	1.92
tap	102	4.67
multi-input combinational	205	52.8
## worst max-delay path, stage by stage
cell	delay [ps]
clkdlybuf4s50_1	610
o31a_2	390
ha_1	280
inv_1	40
a31o_2	180
o21ai_0	200
clkdlybuf4s50_1	560
## power by group
group	total (mW)	switching, mW	internal (mW)
Clock	0.203	0.0859	0.117
Combinational	0.216	0.117	0.0991
Sequential	0.265	0.00239	0.263
## worst min-delay path by stage
stage	startpoint	end	slack (ps)	cells after the start
after CTS	T[0]	T[0]	490	1
after global routing	T[0]	T[0]	510	1
final	T[0]	T[0]	480	1
Power and IR drop assume default switching activity.
